## /design/flow/config.mk

```make
export PLATFORM = sky130hd
export DESIGN_NAME = timer_top
export DESIGN_NICKNAME = timer_top
export VERILOG_FILES = /design/flow/design.v
export SDC_FILE = /design/flow/constraint.sdc
export NUM_CORES = 4
export LEC_CHECK = 1
export CORE_UTILIZATION = 50
```

## /design/flow/constraint.sdc

```tcl
current_design timer_top

set clk_period 12.7
set clk_io_pct 0.2

create_clock -name clk0 -period $clk_period [get_ports {sys_clk}]

set non_clock_inputs [all_inputs -no_clocks]
set_input_delay [expr $clk_period * $clk_io_pct] -clock clk0 $non_clock_inputs
set_output_delay [expr $clk_period * $clk_io_pct] -clock clk0 [all_outputs]
```

## /design/flow/design.v

```verilog
module apb(
	input wire clk,
	input wire psel,
	input wire pwrite,
	input wire penable,
	output wire pready,
	output wire wr_en,
	output wire rd_en
);
assign pready = 1;
assign	wr_en = (psel & penable & pwrite);
assign	rd_en = (psel & penable & !pwrite);
endmodule
module control_counter(
	input wire clk,
	input wire rst_n,
	input wire div_en,
	input wire [3:0] div_val,
	input wire timer_en,
	output wire cnt_en
);
reg [8:0] int_cnt;
wire [8:0] div_factor;
assign div_factor = (div_val == 4'd0) ? 9'd1 :
		    (div_val == 4'd1) ? 9'd2 :
		    (div_val == 4'd2) ? 9'd4 :
		    (div_val == 4'd3) ? 9'd8 :
		    (div_val == 4'd4) ? 9'd16:
		    (div_val == 4'd5) ? 9'd32:
		    (div_val == 4'd6) ? 9'd64:
		    (div_val == 4'd7) ? 9'd128:
		    (div_val == 4'd8) ? 9'd256: 9'd1;
assign cnt_en = timer_en ?  div_en ?  (int_cnt == div_factor - 1)  : 1 : 0;
always @(posedge clk or negedge rst_n) begin
	if(!rst_n) begin
		int_cnt <= 9'd0;
		end
	else if(!timer_en || !div_en || (int_cnt == div_factor - 1)) begin
		int_cnt <= 9'd0;end
	else begin
		int_cnt <= int_cnt + 1;end
	end
endmodule
module counter
(
	input wire clk,
	input wire rst_n,
	input wire cnt_en,
	input wire timer_en,
	input wire [11:0] addr,
	input wire [31:0]wdata,
	input wire wr_en,
	output reg [63:0] cnt_value
);
always @(posedge clk or negedge rst_n) begin
	if(!rst_n) begin
		cnt_value <= 64'd0;
	end
	else if (wr_en && (addr == 12'h4 || addr == 12'h8)) begin
		case( addr)
			12'h004: cnt_value[31:0] <= wdata;
			12'h008: cnt_value[63:32] <= wdata;
			default: ;
		endcase 
	end
	else if (cnt_en && timer_en) begin
		cnt_value <= cnt_value + 1;
	end
end
endmodule
module interrupt(
	input wire clk,
	input wire rst_n,
	input wire int_st_set,
	input wire int_st_clear,
	input wire int_en,
	input wire int_st,
	output wire tim_int
);
assign tim_int = int_st & int_en;
endmodule
module register(
	input wire clk,
	input wire rst_n,
	input wire [11:0] addr,
	input wire [31:0] wdata,
	input wire wr_en,
	input wire rd_en,
	output reg [31:0] rdata,
	input wire [63:0] cnt_value,
	output reg div_en,
	output reg timer_en,
	output reg [3:0] div_val,
	output reg [31:0] TDR0,
	output reg [31:0] TDR1,
	output reg [31:0] TCMP0,
	output reg [31:0] TCMP1,
	output reg int_st,
	output reg int_en,
	output wire int_st_set,
	output wire int_st_clear
);
parameter TCR_ADDR = 12'h000;
parameter TDR0_ADDR = 12'h004;
parameter TDR1_ADDR = 12'h008;
parameter TCMP0_ADDR = 12'h00C;
parameter TCMP1_ADDR = 12'h010;
parameter TIER_ADDR = 12'h014;
parameter TISR_ADDR = 12'h018;
parameter THCSR_ADDR = 12'h01C;
reg halt_req;
assign int_st_set = ({TDR1, TDR0} == {TCMP1, TCMP0});
assign int_st_clear = (addr == TISR_ADDR && wr_en && wdata[0]);
always @(posedge clk or negedge rst_n) begin
	if(!rst_n) begin
		div_en <= 0;
		timer_en <= 0;
		div_val <= 4'd1;
		TDR0 = 32'd0;
		TDR1 = 32'd0;
		TCMP0 <= 32'hFFFF_FFFF;
		TCMP1 <= 32'hFFFF_FFFF;
		int_en <= 0;
		int_st <= 0;
       		halt_req <= 0;	end
	else begin
		if(wr_en) begin
			case(addr)
				TCR_ADDR: begin
						timer_en <= wdata[0];
						div_en <= wdata[1];
						if (wdata [11:8] <= 4'd8) div_val <= wdata [11:8];
						else div_val <= div_val; end
				TDR1_ADDR: TDR1 = wdata;
				TCMP0_ADDR: TCMP0 <= wdata;
				TCMP1_ADDR: TCMP1 <= wdata;
				TIER_ADDR: int_en <= wdata[0];
				THCSR_ADDR: halt_req <= wdata[0];
				default:;
				endcase
			end
				int_st <= (int_st) ? (int_st_clear) ? 0 : int_st  : int_st_set;
		end
	end
	always @(*) begin
		if(!rst_n) begin
			TDR0 = 32'd0;
			TDR1 = 32'd0; end
		else begin
			TDR0 = cnt_value[31:0];
			TDR1 = cnt_value[63:32];end
		end
	always @(*) begin
		if(rd_en) begin
			case(addr)
				TCR_ADDR: rdata = {20'b0,div_val,6'b0,div_en,timer_en};
				TDR0_ADDR: rdata = TDR0;
				TDR1_ADDR: rdata = TDR1;
				TCMP0_ADDR: rdata = TCMP0;
				TCMP1_ADDR: rdata = TCMP1;
				TIER_ADDR: rdata = {31'b0, int_en};
				TISR_ADDR: rdata = {31'b0,int_st};
				THCSR_ADDR: rdata = {30'b0,1'b0, halt_req};
				default: rdata = 32'b0;
			endcase
		end
		else begin
			rdata = 32'b0;
		end
	end
	endmodule
module timer_top(
	input wire sys_clk,
	input wire sys_rst_n,
	input wire tim_psel,
	input wire tim_pwrite,
	input wire tim_penable,
	input wire [11:0]tim_paddr,
	input wire [31:0]tim_pwdata,
	input wire [3:0] tim_pstrb,
	input wire dbg_mode,
	output wire [31:0] tim_prdata,
	output wire tim_pready,
	output wire tim_pslverr,
	output wire tim_int
);
wire wr_en, rd_en;
wire [63:0] cnt_value;
wire div_en, timer_en;
wire [3:0] div_val;
wire cnt_en;
wire [31:0] tdr0, tdr1;
wire [31:0] tcmp0, tcmp1;
wire int_st,int_en,int_st_set,int_st_clear;
wire [11:0] reg_addr; 
wire [31:0] reg_wdata; 
assign tim_pslverr = 1'b0;
assign reg_addr = tim_paddr;
assign reg_wdata = tim_pwdata;
apb U0 (
	.clk(sys_clk),
	.psel(tim_psel),
	.pwrite(tim_pwrite),
	.penable(tim_penable),
	.pready(tim_pready),
	.wr_en(wr_en),
	.rd_en(rd_en)
);
register U1 (
	.clk(sys_clk),
	.rst_n(sys_rst_n),
	.addr (tim_paddr),
	.wdata (tim_pwdata),
	.wr_en(wr_en),
	.rd_en(rd_en),
	.rdata(tim_prdata),
	.cnt_value(cnt_value),
	.div_en(div_en),
	.div_val(div_val),
	.timer_en(timer_en),
	.TDR0(tdr0),
	.TDR1(tdr1),
	.TCMP0(tcmp0),
	.TCMP1(tcmp1),
	.int_st(int_st),
	.int_en(int_en),
	.int_st_set(int_st_set),
	.int_st_clear(int_st_clear)
);
control_counter U2 (
	.clk(sys_clk),
	.rst_n(sys_rst_n),
	.div_en(div_en),
	.div_val(div_val),
	.timer_en(timer_en),
	.cnt_en(cnt_en)
);
counter U3 (
	.clk(sys_clk),
	.rst_n(sys_rst_n),
	.cnt_en(cnt_en),
	.wr_en(wr_en),
	.addr(reg_addr),
	.wdata(reg_wdata),
	.timer_en(timer_en),
	.cnt_value(cnt_value)
);
interrupt U4 (
	.clk(sys_clk),
	.rst_n(sys_rst_n),
	.int_st_set(int_st_set),
	.int_st_clear(int_st_clear),
	.int_en(int_en),
	.int_st(int_st),
	.tim_int(tim_int)
);
endmodule
```

## /design/flow/run.sh

```bash
#!/bin/bash
# OpenROAD 26Q1-2900-gdf79404cd8, Yosys 0.63+post, stock flow scripts
make -C /OpenROAD-flow-scripts/flow DESIGN_CONFIG=/design/flow/config.mk WORK_HOME=/design/flow/orfs finish
```

==> flow_summary.html <==
<h2>Implementation results</h2>
<table>
<tr><th>Metric</th><th>Value</th></tr>
<tr><th colspan="2">Synthesis</th></tr>
<tr><td>Post-Synth Simple-Gate Area</td><td>0.190</td></tr>
<tr><td>Yosys adder share</td><td>0.00362</td></tr>
<tr><td>Proportion of synthesized flip-flops having asynchronous set or reset</td><td>1.00</td></tr>
<tr><td>AND-OR/OR-AND share of the synthesized area</td><td>0.203</td></tr>
<tr><td>Main logic family after synthesis</td><td>AND-OR/OR-AND gates</td></tr>
<tr><td>XORs/XNORs by Area</td><td>0.0377</td></tr>
<tr><td>Post-synthesis cell count from yosys</td><td>1,177</td></tr>
<tr><td>Top flip-flop cell by instance count after synthesis</td><td>dfrtp_1</td></tr>
<tr><td>Number of enable-type register cells in the synthesized netlist</td><td>0</td></tr>
<tr><td>Share of the yosys chip area belonging to registers</td><td>0.438</td></tr>
<tr><td>Registers, synthesis</td><td>178</td></tr>
<tr><td>Yosys cell types</td><td>70</td></tr>
<tr><td>Multiplexer share of the synthesized area</td><td>0.0781</td></tr>
<tr><td>Synthesis warning total</td><td>3</td></tr>
<tr><td>Area reported by Yosys stat</td><td>0.0104 mm^2</td></tr>
<tr><th colspan="2">Outcome</th></tr>
<tr><td>Stage where the flow stopped</td><td>synthesis</td></tr>
<tr><td>Run status</td><td>aborted with a tool error</td></tr>
<tr><td>Error text reported by the tool</td><td>ERROR: Found 32 problems in 'check -assert'.</td></tr>
</table>
-- synth_stat cells, types with 13 or more instances --
cell type	count	area, um^2
mux2_2	71	800
and2_1	13	81.3
dfstp_2	65	1710
buf_2	14	70.1
nand3_1	56	280
nand4_1	24	150
clkbuf_1	57	214
a21oi_1	144	721
nand2_1	168	631
nor4_1	21	131
and3_1	13	81.3
dfrtp_1	113	2830
xnor2_1	33	289
o22ai_1	17	106
nor2_1	42	158
inv_1	37	139
o21ai_0	103	515
a22oi_1	33	248
nor3_1	16	80.1
-- kinds of logic after synthesis --
logic type,Yosys count
AOI/OAI and AO/OA,359
xor gates and xnor gates,43
adders and majority gates,3
buffers and inverters,123
DFF,178
muxes,72
other,2
and+or+nand+nor,397
